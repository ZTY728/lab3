==> /design/flow/design.v <==
module vm
#(parameter idle=5'b00001,
parameter half=5'b00010,
parameter one=5'b00100,
parameter one_half=5'b01000,
parameter two=5'b10000
)
(
input wire sys_clk,
input wire sys_rst_n,
input wire coin_one,
input wire coin_half,
output reg cola,
output reg change
);
reg[4:0] state;
wire[1:0] coin;
assign coin={coin_one,coin_half};
always@(posedge sys_clk or negedge sys_rst_n)
if(!sys_rst_n)
state<=idle;
else case(state)
	idle:if(coin==2'b01)
			state<=half;
		  else if(coin==2'b10)
			state<=one;
			else
			state<=idle;
	half:if(coin==2'b01)
			state<=one;
		  else if(coin==2'b10)
			state<=one_half;
			else
			state<=half;
	one:if(coin==2'b01)
			state<=one_half;
		  else if(coin==2'b10)
			state<=two;
			else
			state<=one;
	one_half:if(coin==2'b01)
			state<=two;
		  else if(coin==2'b10)
			state<=idle;
			else
			state<=one_half;
	two:if((coin==2'b01)||(coin==2'b10))
			state<=idle;
		 else
			state<=two;
	default:state<=idle;
endcase
always@(posedge sys_clk or negedge sys_rst_n)
if(!sys_rst_n)
cola<=1'b0;
else if((state==two && coin==2'b01)||(state==two&&coin==2'b10)||(state==one_half &&coin==2'b10))
cola<=1'b1;
else
cola<=1'b0;
always@(posedge sys_clk or negedge sys_rst_n)
if(!sys_rst_n)
change<=1'b0;
else if((state==two)&&(coin==2'b10))
change<=1'b1;
else
change<=1'b0;
endmodule
==> /design/flow/run.sh <==
#!/bin/bash
# OpenROAD 26Q1-2900-gdf79404cd8, Yosys 0.63+post, stock flow scripts
make -C /OpenROAD-flow-scripts/flow DESIGN_CONFIG=/design/flow/config.mk WORK_HOME=/design/flow/orfs finish
==> /design/flow/config.mk <==
export PLATFORM = sky130hd
export DESIGN_NAME = vm
export DESIGN_NICKNAME = vm
export VERILOG_FILES = /design/flow/design.v
export SDC_FILE = /design/flow/constraint.sdc
export NUM_CORES = 4
export LEC_CHECK = 1
export CORE_AREA = 10 10 70 70
export DIE_AREA = 0 0 80 80
==> /design/flow/constraint.sdc <==
current_design vm

set clk_period 1.4
set clk_io_pct 0.2

create_clock -name clk0 -period $clk_period [get_ports {sys_clk}]

set non_clock_inputs [all_inputs -no_clocks]
set_input_delay [expr $clk_period * $clk_io_pct] -clock clk0 $non_clock_inputs
set_output_delay [expr $clk_period * $clk_io_pct] -clock clk0 [all_outputs]
==> deck_impl_summary.md <==
Synthesis and Place & Route Summary

Setup path
  • Crit path to: change
  • Setup Crit Path Kind: reg -> out
  • Crit path depth: 1
  • Crit path capture type: output pin
  • RR Endpoint: state[2]$_DFF_PN0_
  • Worst EP arrival: 1.02 ns
  • Slowest library cell on the worst path: clkdlybuf4s50_1
  • R2r setup slk: about 0.45 ns
  • Worst endpoint required time: 1.12 ns
  • Crit Path Max Fanout: 1
  • CP delay by family, top: buffers and inverters
  • Buffers and inverters on the worst path: 1
  • R2R cell count: 2
  • Slowest stage delay, CP: 0.45 ns
  • CP Launch Point: change$_DFF_PN0_
  • Critical Path Source Type: flip-flop
  • Reg2reg start: state[2]$_DFF_PN0_
  • Worst-path cell chain: clkdlybuf4s50_1

Clock tree
  • CTS sink cnt: 7
  • H-tree levels: 1
  • CTS tree: done
  • CTS root buf: clkbuf_4
  • Clock transition at path regs: around 0.050 ns
  • Setup Fix Bufs, Post-CTS: 0
  • CTS Buf Count: 3
  • Late-Pin Clk Latency: approximately 0.25 ns
  • Clock Path Buffers: 2

Route
  • DR WL/cell: 7.183 um
  • # DRC: 0
  • Ant diodes: 0
  • ANT nets after route: 0
  • Initial DRC count: 15
  • Vias: approximately 230
  • Vias per cell: ~2.8
  • Detailed Route WL: between 500 and 600 um
  • DRT Pass-1 Iters: 4

Synth
  • Mux cell area share after synthesis: 3.419%
  • Yosys warning count: 1
  • Synthesized cell area: 292.8 um2
  • Distinct lib cells: 10
  • Top logic family: AND-OR/OR-AND gates
  • Ys flops: 7
  • Compound Share, Synth: 15.38%
  • Adder share: 8.547%
  • Yosys Instances: 24
  • Yosys chip area: 292.8 um2
  • Basic Gates by Area: under 10%
  • Post-synthesis area per instance: 12.20 um2
  • Seq share, synth: around 60%
  • Area fraction in xor and xnor cells: 0%
  • Gate Count Post-Synth: 24

Global routing
  • Gr ovfl total: 0
  • Total track usage: 1.745%
  • Largest net degree at the start of global routing: 8
  • Initial antenna violation count: 0
  • First-pass GRT wire length: around 860 um
  • Vias in the first global route: 187

Pwr
  • Net Switching: 0.09282 mW
  • Clk pwr share: 42.8%
  • Combinational share of power: 9.9%
  • Flop pwr share: 47.3%
  • Leak: about 0.25 nW
  • Cell-internal power: 0.3357 mW
  • Total power draw: around 0.43 mW
  • Worst VDD drop: 0.3138 mV
  • Switching share of power: a little over a fifth
  • PwrDens: 913.3 mW/mm2

Outcome
  • Status: completed

STA
  • Slew @ Worst Pin: 0.3110 ns
  • Setup slack after layout: 0.09634 ns
  • Max Clock Freq: roughly 0.77 GHz
  • Final Slew Violations: 0
  • WHS: 0.2819 ns
  • Final hold vios: 0
  • Slew margin rel.: about four fifths
  • Fin crit period: approximately 1.3 ns
  • Final setup vio count: 0
  • Unrepaired setup endpoints after global routing: false
  • Worst Clk Skew: 0.003257 ns
  • Post-route clock period utilization: 93.12%

Placement
  • Pre-CTS WS: -0.3164 ns
  • DPL Wire Length: 452.1 um
  • Placed cells: 78
  • GP Congestion: 0.7181
  • Number of port buffers: 5

Cells and area
  • Sequential cell area: approximately 180 um2
  • Fin util: between 10 and 15%
  • Fin cells: 82
  • Most numerous logic cell after layout: dfrtp_1
  • # fillers: about 390
  • Share of cells above drive strength 1: 30.56%
  • P&R area growth vs syn: 60.26%
  • Gate Area: 112.6 um2
  • Dominant logic cell types in the final layout: dfrtp_1 (6), inv_1 (4)

Floorplanning
  • Die Wd: 80 um
  • Die area: about 0.0064 mm2
  • Floorplan utilization: 8.571%
  • Die y size: roughly 80 um
  • Num rows: 21
  • Io pins: 6
  • CORE AREA: 0.003416 mm2

Min path
  • Worst Hold Class: in -> async

Flow run
  • # Max-Cap Violations: 0
  • Tool warning count: 26
[stage by stage]
stage	cell area [um2]	TNS (ns)
after floorplan	292.8	0
after global placement	422.9	-1.198
after detailed placement	422.9	-1.337
after CTS	461.7	0
after global routing	469.2	0
final	469.2	0
[cell usage after synthesis (all sizes together)]
cell / instances / area share, %
a222oi: 3 / 10
a22o: 1 / 3.4
and2: 1 / 2.1
dfrtp: 6 / 51
dfstp: 1 / 9.0
ha: 2 / 8.5
inv: 5 / 6.4
mux2i: 1 / 3.4
nand2: 3 / 3.8
o21ai: 1 / 1.7
[sequential cells by signal, summed over array words and instances (netlist names)]
name    count
state       5
change      1
cola        1
[worst register-to-register path, delay by kind of cell, from the launching register on]
kind / cells / cell delay, ns
buffers and inverters: 1 / 0.08
flip-flops: 1 / 0.39
AND-OR/OR-AND: 1 / 0.36
[worst min-delay path by stage]
stage | slack (ns) | start | cells after the start | to
6_report | 0.28 | sys_rst_n | 1 | change$_DFF_PN0_
4_1_cts | 0.28 | sys_rst_n | 1 | state[1]$_DFF_PN0_
5_1_grt | 0.29 | sys_rst_n | 1 | state[1]$_DFF_PN0_
[cells by family (layout without fill, tap and decap cells)]
kind of cell	after synthesis	after routing
muxes	1	1
buffers and inverters	5	17
and+or+nand+nor	4	4
AOI/OAI and AO/OA	5	5
DFF	7	7
adders and majority gates	2	2
[power by group through the flow]
stage	registers [mW]	clock network [mW]	logic, mW
after CTS	0.203	0.188	0.0419
final	0.203	0.183	0.0425
after global routing	0.203	0.202	0.0466
[timing repair]
item	CTS	global route
resized	1	4
hold endpoints to repair	0	0
setup endpoints to repair	3	1
hold buffers	0	0
pin swaps	1	1
[cell type report]
class	instances	share of cell area (%)
Clock buffer	4	5.600
Inverter	5	4.000
Multi-Input combinational cell	12	24.00
Sequential cell	7	37.60
Tap cell	46	12.27
Timing Repair Buffer	8	16.53
[metal layers]
| layer | track usage (%) | wire [um] | part of all wire, % |
|---|---|---|---|
| met5 | 0 | 0 | 0 |
| met1 | 2.426 | 274 | 47 |
| met3 | 1.818 | 91 | 15 |
| met4 | 0.7042 | 27 | 4.6 |
| met2 | 1.525 | 196 | 33 |
Power and IR drop assume default switching activity.
